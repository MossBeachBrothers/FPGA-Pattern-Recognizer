## run.sh

```bash
#!/bin/bash
# OpenROAD 26Q1-2900-gdf79404cd8, Yosys 0.63+post, stock flow scripts
make -C /OpenROAD-flow-scripts/flow DESIGN_CONFIG=/design/flow/config.mk WORK_HOME=/design/flow/orfs finish
```

## config.mk

```make
export PLATFORM = sky130hd
export DESIGN_NAME = linear_memory
export DESIGN_NICKNAME = linear_memory
export VERILOG_FILES = /design/flow/design.v
export SDC_FILE = /design/flow/constraint.sdc
export NUM_CORES = 4
export LEC_CHECK = 1
export CORE_UTILIZATION = 50
```

## constraint.sdc

```tcl
current_design linear_memory

set clk_period 57.8
set clk_io_pct 0.2

create_clock -name clk0 -period $clk_period [get_ports {clk}]

set non_clock_inputs [all_inputs -no_clocks]
set_input_delay [expr $clk_period * $clk_io_pct] -clock clk0 $non_clock_inputs
set_output_delay [expr $clk_period * $clk_io_pct] -clock clk0 [all_outputs]
```

## design.v

```verilog
module linear_memory (
    input wire clk,
    input wire reset,
    input wire write_enable, 
    input wire [7:0] data_in,  
    output reg [7:0] data_out  
);
reg [7:0] sram [0:1279]; 
reg [10:0] write_address, read_address;
always @(posedge clk or posedge reset) begin 
    if (reset) begin 
        write_address <= 0;
        read_address <= 1;
    end else if (write_enable) begin 
        data_out <= sram[read_address];
        sram[write_address] <= data_in;
        write_address <= (write_address == 1279) ? 0 : write_address + 1;
        read_address <= (read_address == 1279) ? 0 : read_address + 1;
    end 
end
endmodule 
```

==> flow_summary_export.csv <==
group,metric,value,unit
global_routing,grt_max_degree,110,
logic_synthesis,ys_cells,23000,
run_status,first-error,"[ERROR GRT-0116] Global routing finished with congestion. Check the congestion regions in the DRC Viewer.",
floorplanning,rows,322,
placement,gp_congestion,2.64,
run_status,status,"stopped before the end",
logic_synthesis,flop_cell,"edfxtp_1",
logic_synthesis,edf_count,10200,
cts,clock_sinks,10300,
placement,portBuffers,18,
logic_synthesis,syn_area,387000,um2
run_status,lastStage,"5_1_grt",
cts,h-tree-depth,7,
logic_synthesis,yosysUniqueCellTypes,86,
placement,detailedPlace.worstSlack,39.83,ns
cts,numCtsBuffers,1113,
global_routing,grt_pass1_vias,405000,
cts,cts-root-buf,"clkbuf_16",
cts,post-cts-setup-buffer-count,0,
logic_synthesis,synth-warning-count,2,
global_routing,groute.usage.overall,1.49,
cts,cts_resized,0,
logic_synthesis,yosysSeqAreaShare,0.796,
floorplanning,io_pins,19,
logic_synthesis,ys_async_sr_fraction,0.00214,
logic_synthesis,yosys_register_bits,10300,
floorplanning,fp_util,0.503,
logic_synthesis,avgSynthCellArea,16.9,um2
logic_synthesis,yosys_area,387000,um2
global_routing,grt_overflow,302000,
placement,dp_hpwl,4000000,um
floorplanning,die_x,882,um
global_routing,grt_pass1_wl,6040000,um
logic_synthesis,synthCells,23000,
placement,place_area,444000,um2
cts,cts_buffer_depth,5,
floorplanning,die_h,882,um
cts,holdBufCountCts,0,
## synthesized netlist by cell type (118+ instances only)
cell type | n | share of area
a221oi_1 | 305 | 0.0069
edfxtp_1 | 10200 | 0.79
o22ai_1 | 163 | 0.0026
nand3_1 | 343 | 0.0044
buf_2 | 363 | 0.0047
a221o_1 | 233 | 0.0060
o21ai_0 | 190 | 0.0025
a22oi_1 | 2885 | 0.056
a22o_1 | 655 | 0.015
nand4_1 | 674 | 0.011
a32oi_1 | 410 | 0.0093
buf_1 | 166 | 0.0016
nand2_1 | 872 | 0.0085
a21oi_1 | 247 | 0.0032
nor4_1 | 405 | 0.0065
nor3_1 | 1114 | 0.014
a222oi_1 | 166 | 0.0043
nor2_1 | 1905 | 0.018
a32o_1 | 118 | 0.0031
clkbuf_1 | 510 | 0.0049
## per-stage QoR
step	util	instances	total power, mW
after CTS	0.621	39000	17.3
after detailed placement	0.577	37100	10.6
after global placement	0.577	37100	10.6
after floorplan	-	23000	8.80
## logic make-up after synthesis
| logic type | Yosys count | synth area share |
|---|---|---|
| fa+ha+maj | 8 | 0.000259 |
| simple gates | 5768 | 0.0726 |
| mux | 44 | 0.00118 |
| compound gates | 5721 | 0.116 |
| flops | 10300 | 0.796 |
| xor+xnor | 15 | 0.000339 |
| buf+inv | 1134 | 0.0132 |
## routing by layer
layer	track usage	overflow
met1	1.94	124000
met2	1.77	137000
met3	1.04	21100
met4	1.05	17700
met5	0.953	2235
Power is estimated from default activity; no workload was simulated.
